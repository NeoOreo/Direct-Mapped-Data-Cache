==> flow/design.v <==
`timescale 1ns / 1ns
module Mux(input [31:0] d, c, b, a, input [1:0] sel, output [31:0] out);
    reg [31:0] outTemp;
    always @ ( * ) begin
        case (sel)
            0: outTemp = a;
            1: outTemp = b;
            2: outTemp = c;
            3: outTemp = d;
            default: outTemp = a;
        endcase
    end
    assign out = outTemp;
endmodule
==> flow/run.sh <==
#!/bin/bash
# OpenROAD 26Q1-2900-gdf79404cd8, Yosys 0.63+post, stock flow scripts
make -C /OpenROAD-flow-scripts/flow DESIGN_CONFIG=/design/flow/config.mk WORK_HOME=/design/flow/orfs finish
==> flow/config.mk <==
export PLATFORM = sky130hd
export DESIGN_NAME = Mux
export DESIGN_NICKNAME = Mux
export VERILOG_FILES = /design/flow/design.v
export SDC_FILE = /design/flow/constraint.sdc
export NUM_CORES = 4
export LEC_CHECK = 1
export CORE_AREA = 10 10 84 84
export DIE_AREA = 0 0 94 94
==> flow/constraint.sdc <==
current_design Mux

set clk_period 1.5
set clk_io_pct 0.2

create_clock -name clk0 -period $clk_period

set non_clock_inputs [all_inputs -no_clocks]
set_input_delay [expr $clk_period * $clk_io_pct] -clock clk0 $non_clock_inputs
set_output_delay [expr $clk_period * $clk_io_pct] -clock clk0 [all_outputs]
==> results.json <==
{
  "power_w": 0.000560,
  "top_logic_kind": "multiplexers",
  "ant_nets": 0,
  "yosysSeqAreaShare": 0,
  "grt_pass1_vias": 1401,
  "lay_top_count": "dlygate4sd2_1",
  "drive_gt1_frac": 0.366,
  "initCoreUtil": 0.156,
  "area_growth_pct": 185,
  "drv_slew": 0,
  "drc_errors": 0,
  "fin_ws_ps": -0.438,
  "start_kind": "input port",
  "drt_iter0_markers": 32,
  "ys_sh_xor": 0,
  "hpwl_um": 5060,
  "io_pins": 162,
  "first_pass_iters": 2,
  "drv_cap": 0,
  "post_drt_wl_per_cell_um": 21.7,
  "rsz0062_at_grt": "yes",
  "violations": "setup timing",
  "grt_overflow": 0,
  "worst_pin_slew_ps": 152,
  "seq_area_sq_um": 0,
  "ys_sh_aoi": 0,
  "warning_count": 34,
  "ys_warn_count": 1,
  "status": "finished with violations",
  "timing.setup.tns_ps": -0.438,
  "route.antenna.diode_count": 0,
  "drt_wl_total_um": 5920,
  "num_vias": 1198,
  "syn-mean-instance-area_sq_um": 20.9,
  "syn-cell-area_sq_um": 815,
  "postCtsHoldBufs": 0,
  "cts_setup_buffers": 0,
  "required_ps": 1200,
  "synth_cell_types": 5,
  "ir_drop_mv": 0.125,
  "end_kind": "output port",
  "met2_usage": 0.233,
  "busiest_layer": "met2",
  "lay_top_cells": "128 x dlygate4sd2_1, 33 x buf_2, 32 x mux4_2",
  "fill_cells": 540,
  "use_met1": 0.159,
  "gp_congestion": 0.828,
  "period_minus_slack_ps": 1500,
  "fmax_mhz": 666,
  "synth_cells": 39,
  "ys_area_sq_um": 815,
  "gr-usage-met3": 0.0533,
  "core-area_sq_mm": 0.00520,
  "worstSetupPathType": "input port to output port",
  "hp-class": "input port to output port",
  "die_x_um": 94,
  "ys_cells": 39,
  "holdPathStages": 3,
  "vias_per_cell": 4.40,
  "finalSetupViolCount": 1,
  "rows": 26,
  "grt_start_max_net_pins": 17,
  "hold_viol": 0,
  "fp.dieH_um": 94,
  "flop-count": 0,
  "port-buffer-count": 162,
  "grt_antenna_before_repair": 0,
  "p_leak_nw": 1.11,
  "dieArea_sq_mm": 0.00884,
  "arrival_ps": 1200,
  "muxShareOfSynthArea": 0.894,
  "fa_ha_area_frac": 0,
  "nClkBuffers": 0,
  "maxSlewHeadroom": 0.899,
  "grtUsageTotal": 0.133,
  "power.density_mw_per_mm2": 242,
  "period_used_share": 1.00,
  "simple_gate_area_frac": 0,
  "grt_pass1_wl_um": 8850,
  "logic_area_sq_um": 721,
  "crit_fanout": 6
}
[worst max-delay path, cell delays in order]
cell    delay (ps)
buf_16         130
buf_16         130
mux4_2         500
buf_2          140
[report_power, final]
group          leakage, nW  switching (W)  total, W  internal [W]
Clock                    0              0         0             0
Sequential               0              0         0             0
Combinational         1.11       0.000144  0.000560      0.000416
[synthesized netlist by cell type]
| cell type | instances | share of area |
|---|---|---|
| buf_2 | 3 | 0.018 |
| buf_6 | 1 | 0.014 |
| mux4_2 | 30 | 0.83 |
| buf_12 | 3 | 0.074 |
| mux4_1 | 2 | 0.065 |
[area by class of cell]
class / count / share of cell area
Timing Repair Buffer: 170 / 0.652
Multi-Input combinational cell: 32 / 0.311
Tap cell: 70 / 0.0378
[metal layers]
metal,vias to the layer above,share of wire
met5,-,0
met3,2,0.11
met1,562,0.37
li1,538,-
met2,96,0.51
met4,0,0.0024
[stage by stage]
stage / instance area (sq um) / utilization / hold slack [ps] / std cells / setup slack [ps]
floorplan: 815 / - / 686 / 39 / 183
CTS: 2320 / 0.446 / 1090 / 272 / -3.19
detailed placement: 2490 / 0.479 / 1590 / 267 / -614
global placement: 2490 / 0.479 / 1600 / 267 / -614
global route: 2320 / 0.446 / 1100 / 272 / -35.2
finish: 2320 / 0.446 / 1080 / 272 / -0.438
[final timing paths]
kind	startpoint	endpoint	slack (ps)
worst max-delay path	sel[0]	out[1]	-0.4
worst min-delay path	a[13]	out[13]	1080
[repair_timing]
action / 4_1_cts / 5_1_grt
endpoints found under the hold margin: 0 / 0
pin swaps: 0 / 0
resized: 248 / 0
setup endpoints to repair: 32 / 31
cloned: 5 / 0
[cell families (layout without fill, tap and decap cells)]
family | after synthesis | in the layout
buf+inv | 7 | 170
mux | 32 | 32
Power is estimated from default activity; no workload was simulated.
