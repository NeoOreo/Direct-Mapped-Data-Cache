[./design.v]
`timescale 1ns / 1ns
module cache(clk, rst, address_in, miss_data4, miss_data3, miss_data2, miss_data1, cnt);
    input rst, clk;
    reg h_or_m;
    input [31:0] miss_data1, miss_data2, miss_data3, miss_data4;
    input [14:0] address_in;
    reg [4*32 + 3:0] ROM[0:999];
    wire [2:0] tag  = address_in[14:12];
    wire [9:0] index  = address_in[11:2];
    output reg [14:0] cnt = 0;
    wire [2:0] TAGG = ROM[index][130:128];
    wire valid = ROM[index][131];
    integer i;
    always @ ( * ) begin
        h_or_m = 0;
        if (ROM[index][131] != 0)
            if(ROM[index][130:128] == tag)
                h_or_m = 1;
    end
    always @ (posedge clk, posedge rst) begin
        if(rst)
            for (i = 0; i < 1000; i = i + 1)
                ROM[i] <= 132'b0;
        else begin
            if(h_or_m == 0) begin
                ROM[index] <= {1'b1, tag, miss_data4, miss_data3, miss_data2, miss_data1};
            end
            else
                cnt <= cnt + 1;
        end
    end
endmodule
[./constraint.sdc]
current_design cache

set clk_period 167.7
set clk_io_pct 0.2

create_clock -name clk0 -period $clk_period [get_ports {clk}]

set non_clock_inputs [all_inputs -no_clocks]
set_input_delay [expr $clk_period * $clk_io_pct] -clock clk0 $non_clock_inputs
set_output_delay [expr $clk_period * $clk_io_pct] -clock clk0 [all_outputs]
[./config.mk]
export PLATFORM = sky130hd
export DESIGN_NAME = cache
export DESIGN_NICKNAME = cache
export VERILOG_FILES = /design/flow/design.v
export SDC_FILE = /design/flow/constraint.sdc
export NUM_CORES = 4
export LEC_CHECK = 1
export CORE_UTILIZATION = 50
[./run.sh]
#!/bin/bash
# OpenROAD 26Q1-2900-gdf79404cd8, Yosys 0.63+post, stock flow scripts
make -C /OpenROAD-flow-scripts/flow DESIGN_CONFIG=/design/flow/config.mk WORK_HOME=/design/flow/orfs finish
==> out/results.tsv <==
metric	value	unit
Sink Count	4015	
Synth cell types	99	
error msg	[ERROR GRT-0116] Global routing finished with congestion. Check the congestion regions in the DRC Viewer.	
area leader, netlist	dfrtp_1	
outcome	did not finish	
synthesized netlist cell count	16100	
hold buffer count at CTS	0	
clock buffer depth	4	
Commonest flop	dfrtp_1	
top cells, area	dfrtp_1 52%, mux2_2 8.0%, mux2_1 5.5%	
largest net degree at the start of global routing	118	
Die Ht	621	um
cell total in the yosys stat output	16100	
Synth Warn #	2	
syn_area_per_cell	11.9	sq um
GRT overflow	41500	
most numerous cell in the Yosys netlist	dfrtp_1	
Init Core Util	50.4	%
# port buffers	29	
vias in the first global route	229000	
#FFs+latches synth	4015	
placer congestion estimate	1.66	
num rows	226	
mapped cell area	0.191	sq mm
cts repair resizes	0	
failing step	global routing (5_1_grt)	
global-route wire length before repair	2600000	um
Max-area cell share	52.3	%
clock root cell	clkbuf_16	
most frequent cells after synthesis	4000 x dfrtp_1, 1362 x mux2_2, 941 x mux2_1	
fraction of registers with async set or reset after synthesis	99.6	%
Post CTS Setup Buffer Count	0	
EDFF count, synth	15	
io pins	160	
DPL Wire Length	1430000	um
htree depth	5	
register share after synthesis	52.5	%
total CTS buffers	441	
pre-CTS setup slack	120.22	ns
gr usage total	109	%
Die X	621	um
Chip Area, Yosys	0.191	sq mm
-- per-stage QoR --
| step | instances | hold WS, ns | util (%) | cell area, sq um |
|---|---|---|---|---|
| floorplan | 16100 | 0.424 | - | 191000 |
| global placement | 21700 | 0.442 | 55.3 | 210000 |
| detailed placement | 21700 | 0.444 | 55.4 | 210000 |
| CTS | 22500 | 0.461 | 59.3 | 225000 |
-- layer usage --
layer	GRT usage, %	GRT overflow
met4	102	4919
met1	108	9361
met2	123	21100
met5	91.7	460
met3	100	5635
-- cell families after synthesis --
family	after synthesis	synth area share, %
muxes	2338	13.7
AOI/OAI and AO/OA	3457	13.9
buffers and inverters	1606	3.72
DFF	4015	52.5
xor gates and xnor gates	21	0.116
and+or+nand+nor	4624	16.0
adders and majority gates	1	0.00654
